File: config.mk
export PLATFORM = sky130hd
export DESIGN_NAME = UnidadControl
export DESIGN_NICKNAME = UnidadControl
export VERILOG_FILES = /design/flow/design.v
export SDC_FILE = /design/flow/constraint.sdc
export NUM_CORES = 4
export LEC_CHECK = 1
export CORE_AREA = 10 10 85 85
export DIE_AREA = 0 0 95 95
File: constraint.sdc
current_design UnidadControl

set clk_period 3.2
set clk_io_pct 0.2

create_clock -name clk0 -period $clk_period [get_ports {clk}]

set non_clock_inputs [all_inputs -no_clocks]
set_input_delay [expr $clk_period * $clk_io_pct] -clock clk0 $non_clock_inputs
set_output_delay [expr $clk_period * $clk_io_pct] -clock clk0 [all_outputs]
File: design.v
`timescale 1ns / 1ps
module UnidadControl(
    input clk, start, reset, 
	 input [4:0] op, 
	 input [3:0] regestado,
	 input [2:0] condicion,
	 output reg wmem,rmem,clpc, ipc, wir,wmar,inm, wreg, rac,wac,s,r,ta,tb,
	 output reg wpc,rpc,wsreg, isp,dsp,rsp,prsp, enable_mux_carry);
    reg [4:0] state, next_state;
	 parameter [4:0]Ins_STOP=5'b10111,
						 Ins_ST =5'b00000,
						 Ins_LD= 5'b00001,
						 Ins_STS=5'b00010,
						 Ins_LDS=5'b00011,
						 Ins_LDI=5'b11111,
						 Ins_ADD=5'b01000,
						 Ins_SUB=5'b01010,
						 Ins_SUBI=5'b11010,
						 Ins_MOV=5'b01111,
						 Ins_CALL=5'b00100,
						 Ins_RET=5'b00101,
						 Ins_BRxx=5'b00110,
						 Ins_JMP=5'b00111,
						 Ins_CP=5'b01011,
						 Ins_CPI=5'b11011,
						 Ins_SBCI= 5'b11100;
	parameter [4:0] State_Stop=0, 
						 State_Execute_S1=1,
						 State_Execute_S2=2,
						 State_Execute_LDS_S1=3,
						 State_Execute_LDS_S2=4,
						 State_Execute_STS_S1=5,
						 State_Execute_STS_S2=6,
						 State_Execute_LD_S1=7,
						 State_Execute_LD_S2=8,
						 State_Execute_ST_S1=9,
						 State_Execute_ST_S2=10,
						 State_Execute_JMP=11,
						 State_Execute_CALL_S1=12,
						 State_Execute_CALL_S2=13,
						 State_Execute_CALL_S3=14,
						 State_Execute_RET_S1=15,
						 State_Fetch = 5'b11111;
	always @(posedge clk, posedge reset)
		if(reset)
			state <= State_Stop;
		else
			state <= next_state;
	always @(*)
		begin
			{clpc, ipc, rpc,wpc,inm,wmar,rmem,wmem,wir,rac,wac, wreg,s,r,ta,tb,prsp,isp,dsp,rsp,wsreg}=0;
			next_state=State_Stop;
			case(state)
			State_Stop:   
				if(start)
					begin
						clpc=1;   
						prsp=1;
						next_state=State_Fetch;
					end	
			State_Fetch:  
				begin
					wir=1;   
					ipc=1;   
					next_state=State_Execute_S1;
				end
			State_Execute_S1:	 
				begin
					case(op)
					Ins_STOP: 
							next_state = State_Stop;
					Ins_ADD: 
						begin
							wac=1;
							wsreg=1;   
							s=1;		 
							next_state=State_Execute_S2;
						end
					Ins_SUB:
						begin
							wac=1;
							wsreg=1;   
							r=1;	    
							next_state=State_Execute_S2;
						end
					Ins_SUBI:
						begin
							wac=1;
							wsreg=1;  
							r=1;
							inm=1;	 
							next_state=State_Execute_S2;
						end
					Ins_SBCI: 
						begin
							wac=1;
							r=1;
							inm=1;	 
							wsreg = 1;   
							enable_mux_carry=1; 		 
							next_state=State_Execute_S2;
						end
					Ins_MOV:
						begin
							ta=1;
							wac=1;	 
							next_state=State_Execute_S2;
						end
					Ins_LDI:
						begin
							wac=1;
							tb=1;
							inm=1;	 
							next_state=State_Execute_S2;
						end
					Ins_LDS:
						begin
							wac=1;
							tb=1;
							inm=1;	 
							next_state=State_Execute_LDS_S1;
						end
					Ins_STS:
						begin
							wac=1;
							tb=1;
							inm=1;  
							next_state=State_Execute_STS_S1;
						end
					Ins_LD:
						begin
							wac=1;  
							tb=1;
							next_state=State_Execute_LD_S1;
						end
					Ins_ST:
						begin
							wac=1;
							tb=1;	 
							next_state=State_Execute_ST_S1;
						end
					Ins_CALL:
						begin
							wac=1;
							tb=1;
							dsp=1;   
							inm=1;   
							next_state=State_Execute_CALL_S1;
						end
					Ins_RET:
						begin
							wmar =1;
							rsp =1;  
							next_state=State_Execute_RET_S1;
						end
				   Ins_BRxx:
						begin
							next_state=State_Fetch;
							case(condicion)
							0:  
								if( regestado[1])
									begin
										wac=1;
										tb=1;
										inm=1;  
										next_state=State_Execute_JMP;
									end
							1:  
								if( regestado[3])
									begin
										wac=1;
										tb=1;
										inm=1;  
										next_state=State_Execute_JMP;
									end
							2:  
								if( regestado[0])
									begin
										wac=1;
										tb=1;
										inm=1;  
										next_state=State_Execute_JMP;
									end
							3:  
								if( regestado[0]^regestado[2])
									begin
										wac=1;
										tb=1;
										inm=1;  
										next_state=State_Execute_JMP;
									end
							endcase
						end
					Ins_JMP:
						begin
							wac=1;
							tb=1;	
							inm=1;   
							next_state=State_Execute_JMP;
						end
				   Ins_CP:
						begin
							r=1;    
							wsreg=1;  
							next_state=State_Fetch;
						end
					Ins_CPI:
						begin
							r=1;   
							wsreg=1;  
							inm=1;
							next_state=State_Fetch;
						end
					default: next_state=State_Stop;
					endcase
				end
			State_Execute_RET_S1:
				begin
					wpc=1;
					rmem=1;  
					isp = 1;  
					next_state=State_Fetch;
				end
			State_Execute_CALL_S1:
				begin
					wmar=1;
					rsp=1;  
					next_state=State_Execute_CALL_S2;
				end
			State_Execute_CALL_S2:
				begin
					wmem=1;
					rpc=1;	 
					next_state=State_Execute_CALL_S3;
				end
			State_Execute_CALL_S3:
				begin
					rac=1;
					wpc =1;  
					next_state=State_Fetch;
				end
			State_Execute_JMP:
				begin
					wpc=1;
					rac=1;    
					next_state=State_Fetch;
				end
			State_Execute_S2: 
				begin
					wreg=1;
					rac=1;	 
					next_state=State_Fetch;
				end
			State_Execute_LDS_S1:  
				begin
					wmar=1;
					rac=1;	 
					next_state=State_Execute_LDS_S2;
				end
			State_Execute_LDS_S2:
				begin
					wreg=1;
					rmem=1;	 
					next_state=State_Fetch;
				end
			State_Execute_STS_S1:
				begin
					rac=1;  
					wmar=1;  
					wac=1; 
					ta=1;  
					next_state=State_Execute_STS_S2;
				end
			State_Execute_STS_S2:
				begin
					rac=1;
					wmem=1;  
					next_state=State_Fetch;
				end
			State_Execute_LD_S1:
				begin
					wmar=1;
					rac=1;    
					next_state=State_Execute_LD_S2;
				end
			State_Execute_LD_S2:
				begin
					wreg=1;  
					rmem=1;  
					next_state=State_Fetch;
				end
			State_Execute_ST_S1:
				begin
					wmar=1;
					rac=1;	 
					wac=1;    
					ta=1; 		
					next_state=State_Execute_ST_S2;
				end
			State_Execute_ST_S2:
				begin
					rac=1;    
					wmem=1;
					next_state=State_Fetch;
				end
			default: next_state=State_Stop;
			endcase
		end
endmodule
File: run.sh
#!/bin/bash
# OpenROAD 26Q1-2900-gdf79404cd8, Yosys 0.63+post, stock flow scripts
make -C /OpenROAD-flow-scripts/flow DESIGN_CONFIG=/design/flow/config.mk WORK_HOME=/design/flow/orfs finish
==> GITHUB_STEP_SUMMARY <==
## Synthesis and layout report

| Metric | Value |
|---|---|
| Run status | `finished clean` |
| Largest fanout on the critical path | `3` |
| Post-Synth AOI/OAI Area | `0.157` |
| Fin crit period | `3.07 ns` |
| Site Rows | `27` |
| Vias in the first global route | `928` |
| Slew headroom | `0.607` |
| GRT Total Usage | `0.0609` |
| Hold Crit Start | `state[3]$_DFF_PP0_` |
| Avg WL per Cell | `12.4 µm` |
| Share of cells above drive strength 1 | `0.141` |
| Reg-to-Reg Start | `state[13]$_DFF_PP0_` |
| Final Skew | `0.00306 ns` |
| Largest register FFs | `17` |
| Die height | `95 µm` |
| Worst hold slack | `0.376 ns` |
| XOR/XNOR Area Share | `0.0182` |
| Final Hold Fails | `0` |
| Total grt overflow | `0` |
| Fp util | `0.176` |
| Cells on Worst Hold Path | `0` |
| Mux area share | `0` |
| Worst endpoint required time | `2.56 ns` |
| Most frequent cells in the layout | `clkdlybuf4s50_1, dfrtp_1, nand2_1` |
| Dpl cell area | `1400 µm²` |
| CORE AREA | `5470 µm²` |
| Antenna-violating nets left | `0` |
| Crit path DAT | `2.43 ns` |
| Yosys Instances | `109` |
| Mean Syn Cell Area | `8.83 µm²` |
| GPL Wtd Cong | `0.872` |
| Final Cycle Share | `0.961` |
| Antenna Cells | `0` |
| PnR worst setup slack | `0.125 ns` |
| Regs by FF count | `state (17)` |
| Synth cell types | `41` |
| Setup CP Type | `in -> out` |
| Clock Tree Root | `clkbuf_8` |
| CTS tree | `built` |
| Cell area power density | `364 nW/µm²` |
| Reg clk slew, reported paths | `0.06 ns` |
| CP Launch Type | `input port` |
| Number of OpenROAD warnings | `25` |
| RSZ-0062 raised after global routing | `false` |
| Via Count | `905` |
| Cell count after synthesis | `109` |
| DRC | `0` |
| Largest net degree at the start of global routing | `18` |
| Post-synth seq share | `0.443` |
| Chip area | `9030 µm²` |
| EDFF count, synth | `0` |
| R2R cell count | `3` |
| DRT Wirelength | `2740 µm` |
| Clk buf depth | `2` |
| Routed vias/inst | `4.10` |
| Die width | `95 µm` |
| Post-DP HPWL | `2250 µm` |
| Flop area | `427 µm²` |
| Simple-Gate Area Share | `0.303` |
| Final setup viols | `0` |
| Logic area | `464 µm²` |
| Dominant flop cell | `dfrtp_1` |
| Post-synthesis cell area | `962 µm²` |
| R2r endpoint | `state[16]$_DFF_PP0_` |
| First-pass GRT wire length | `4440 µm` |
| Yosys warnings | `1` |
| Number of synthesized register bits | `17` |
| CP Capture Type | `output port` |
| Yosys chip area | `962 µm²` |
| Final setup TNS | `0 ns` |
| H-tree depth | `1` |
| Most numerous logic cell after layout | `clkdlybuf4s50_1` |
| Port Buffers | `35` |
| Worst slew pin tran | `0.589 ns` |
| Clock sinks | `17` |
| Dpl ws | `-0.300 ns` |
| Max-cap violation count | `0` |
| Initial antenna violation count | `0` |
| Drt initial violations | `48` |
| Max Freq | `325 MHz` |
| Type of the worst min-delay path | `reg -> reg` |
| Total power | `533 µW` |
| Flop2flop setup slack | `1.85 ns` |
| Main logic family | `simple AND/OR/NAND/NOR gates` |
| Post-synth ARST share | `1.00` |
| Fillers | `599` |
| Maximum vdd drop | `116 µV` |
| Pins over their slew limit | `0` |
| Inserted Clock Buffers | `3` |
| Post-Synth Adder-Cell Area | `0` |
| Layout area overhead | `52.1%` |
| Final instance area | `1460 µm²` |
| Io pins | `37` |
| Clk latency of the worst-skew pair | `0.25 ns` |
| Leakage power | `0.000666 µW` |
| DRT Pass-1 Iters | `4` |
| Worst Hold Path EP | `state[11]$_DFF_PP0_` |
| Largest Register | `state` |
[final cells by class]
cell class                      count  area share
Tap cell                           72      0.0615
Multi-Input combinational cell     78       0.317
Timing Repair Buffer               45       0.286
Clock buffer                        4      0.0308
Sequential cell                    17       0.291
Inverter                            5      0.0128
[worst max-delay path, cell delays in order]
cell	delay, ns
dlygate4sd2_1	0.24
or4b_4	0.51
or3_1	0.33
a211o_1	0.31
buf_4	0.14
nand3_2	0.05
dlygate4sd2_1	0.21
[synth_stat cells (2+ instances only)]
master / number / area [µm²]
dfrtp_1: 16 / 400
nand2_1: 15 / 56.3
nor2_1: 8 / 30.0
clkbuf_1: 5 / 18.8
inv_1: 5 / 18.8
nor2b_1: 5 / 31.3
or3_1: 5 / 31.3
nor3_1: 4 / 20.0
o21ai_0: 4 / 20.0
a21oi_1: 3 / 15.0
buf_4: 3 / 22.5
or2_2: 3 / 18.8
a211oi_1: 2 / 15.0
nand2b_1: 2 / 12.5
nand3_1: 2 / 10.0
nor3b_1: 2 / 15.0
[kinds of logic after synthesis]
group | after synthesis
AOI/OAI and AO/OA | 21
xor gates and xnor gates | 2
buffers and inverters | 14
DFF | 17
other | 1
and+or+nand+nor | 54
[routing by layer]
| metal | GRT usage | wire [µm] |
|---|---|---|
| met2 | 0.0898 | 1140 |
| met4 | 0.00748 | 10 |
| met1 | 0.0828 | 1240 |
| met3 | 0.0280 | 350 |
| met5 | 0 | 0 |
[repair_timing]
action / in CTS / in global routing
hold endpoints to repair: 0 / 0
resized: 9 / 0
endpoints found under the setup margin: 4 / 0
hold buffers: 0 / 0
buffers inserted: 3 / 0
[report_power, final]
part / internal (µW) / switching (µW) / total, µW
Clock: 88.1 / 63.5 / 152
Sequential: 231 / 15.7 / 247
Combinational: 81.8 / 53.0 / 135
Total: 401 / 132 / 533
[how the worst max path moves through the flow]
stage,startpoint,to,cells after the start
5_1_grt,op[4],dsp,6
4_1_cts,op[4],dsp,6
6_report,op[4],wac,7
[metrics by stage]
step / instances / utilization
6_report: 221 / 0.267
5_1_grt: 221 / 0.267
4_1_cts: 221 / 0.267
3_5_place_dp: 214 / 0.256
3_3_place_gp: 214 / 0.256
2_1_floorplan: 109 / -
Power figures rest on the tool's default switching activity, not on a simulated workload.
